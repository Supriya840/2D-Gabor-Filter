`./design.v`:
```
`timescale 1ns / 1ps
module kernel_ROM(
    input [0:3]kernel_addr,
    output reg [0:31]kernel_val
    );
always @(*)begin
	case(kernel_addr)
		4'd0:kernel_val = 32'h3BA3D70A;
		4'd1:kernel_val = 32'h372A7EF9;
		4'd2:kernel_val = 32'hB2C2A8EB;
		4'd3:kernel_val = 32'h33B4C4DA;
		4'd4:kernel_val = 32'h32F5C28F;
		4'd5:kernel_val = 32'h2AB61E1A;
		4'd6:kernel_val = 32'hA9655C0E;
		4'd7:kernel_val = 32'h24B41C8F;
		4'd8:kernel_val = 32'h215EF96B;
		default: kernel_val = 32'h00000000;
	endcase
 end
endmodule
```
`./run.sh`:
```
#!/bin/bash
# OpenROAD 26Q1-2900-gdf79404cd8, Yosys 0.63+post, stock flow scripts
make -C /OpenROAD-flow-scripts/flow DESIGN_CONFIG=/design/flow/config.mk WORK_HOME=/design/flow/orfs finish
```
`./config.mk`:
```
export PLATFORM = sky130hd
export DESIGN_NAME = kernel_ROM
export DESIGN_NICKNAME = kernel_ROM
export VERILOG_FILES = /design/flow/design.v
export SDC_FILE = /design/flow/constraint.sdc
export NUM_CORES = 4
export LEC_CHECK = 1
export CORE_AREA = 10 10 70 70
export DIE_AREA = 0 0 80 80
```
`./constraint.sdc`:
```
current_design kernel_ROM

set clk_period 1.1
set clk_io_pct 0.2

create_clock -name clk0 -period $clk_period

set non_clock_inputs [all_inputs -no_clocks]
set_input_delay [expr $clk_period * $clk_io_pct] -clock clk0 $non_clock_inputs
set_output_delay [expr $clk_period * $clk_io_pct] -clock clk0 [all_outputs]
```
==> results.tsv <==
metric	value	unit
status	finished with violations	
violations	setup timing	
slowest_stage	a221oi_2	
crit_arrival	1.15	ns
setup_ws	-0.267	ns
synth_area_per_cell	7.19	um2
wl_per_cell	14.7	um
pwr_density_cell	392	nW/um2
cp.required	0.88	ns
synth_chip_area	510	um2
drv_cap	0	
antenna_found_initial	0	
crit_chain	buf_12 -> clkinv_8 -> ha_4 -> buf_6 -> buf_6 -> a221oi_2 -> buf_2	
ant_nets	0	
topCellsByArea	ha_1 (17%), nor2_1 (7.4%), buf_6 (6.6%)	
routed_wl	2740	um
synth_seq_share	0	%
max_stage_delay	0.24	ns
synth_area	510	um2
fp_util	14.9	%
grt_max_degree	13	
hold_depth	4	
n_clock_buffer	0	
finalHoldViolations	0	
seq_cells	0	
grt_pass1_wl	4280	um
grt_util_met3	0.568	%
drv_slew	0	
instances_no_fill	186	
drc_errors	0	
setup_viol	28	
start_kind	primary input	
rows	21	
die_height	80	um
dp_cells	159	
top_area_share	17.2	%
finish.utilization	43.3	%
setup_tns	-4.98	ns
path_common_cell	buf_6	
regArea	0	um2
first_pass_iters	4	
yosysCellCount	71	
first_global_vias	808	
io_buffers	35	
via_per_inst	4.22	
insertedDiodeCount	0	
crit_type	in -> out	
pre_cts_slack	-1.11	ns
drive_gt1_share	82.9	%
die_w	80	um
hp-class	in -> out	
busiest_layer	met2	
synth_cells	71	
overflow	0	
core	3420	um2
pin_count	36	
met2_usage	14.4	%
crit_fanout	4	
min_to	kernel_val[23]	
vias	784	
grt_usage	8.13	%
finalClockPeriodUsage	124	%
die_area	6400	um2
worst_hold_startpoint	kernel_addr[1]	
vdd_ir_drop_max	231	uV
grt_use_met1	10.8	%
p_total	0.000579	W
p_leak	0.695	nW
min_period	1.37	ns
drtIter0Drc	33	
yosys.cell_types.count	27	
warning_count	41	
area_growth	189	%
worstSetupEndpointType	primary output	
dp_hpwl	1610	um
largest_area_cell	ha_1	
rsz0062_at_grt	true	
clock.fmax	732	MHz
gp_congestion	0.761	
yosys_warnings	1	
==> worst max-delay path, delay by kind of cell <==
| family | cells | cell delay (ns) |
|---|---|---|
| buffers and inverters | 5 | 0.50 |
| AOI/OAI and AO/OA | 1 | 0.24 |
| adders and majority gates | 1 | 0.18 |
==> per-stage QoR <==
| stage | hold WS [ns] | cell area (um2) |
|---|---|---|
| 2_1_floorplan | 0.467 | 523 |
| 3_3_place_gp | 1.57 | 995 |
| 3_5_place_dp | 1.57 | 995 |
| 4_1_cts | 0.807 | 1390 |
| 5_1_grt | 0.819 | 1480 |
| 6_report | 0.802 | 1480 |
==> layout make-up <==
class / count / area [um2]
Fill cell: 310 / 1940
Inverter: 5 / 38.8
Multi-Input combinational cell: 57 / 639
Tap cell: 46 / 57.6
Timing Repair Buffer: 78 / 742
==> metal layers <==
layer,wire length (um),vias to the layer above
met3,76,2
li1,-,386
met4,19,0
met5,0,-
met2,1390,19
met1,1250,377
==> cell families after synthesis <==
kind of cell / synth area share (%)
adders and majority gates: 17.2
buffers and inverters: 19.6
other: 0.735
AOI/OAI and AO/OA: 30.4
and+or+nand+nor: 26.2
muxes: 5.88
==> how the worst max path moves through the flow <==
stage | from | endpoint | slack [ns]
4_1_cts | kernel_addr[2] | kernel_val[19] | -0.27
5_1_grt | kernel_addr[3] | kernel_val[31] | -0.30
6_report | kernel_addr[2] | kernel_val[19] | -0.27
==> synth_stat cells <==
| master | n |
|---|---|
| buf_2 | 2 |
| inv_1 | 5 |
| nand2b_1 | 3 |
| or2b_4 | 1 |
| a211oi_1 | 3 |
| conb_1 | 1 |
| and2_1 | 1 |
| buf_6 | 3 |
| nor2b_1 | 4 |
| buf_8 | 1 |
| a21oi_2 | 1 |
| a21oi_1 | 6 |
| a22o_1 | 1 |
| buf_4 | 3 |
| mux2i_1 | 3 |
| nor2b_4 | 1 |
| nor3_1 | 2 |
| o31a_1 | 1 |
| o21a_1 | 2 |
| o22ai_1 | 5 |
| nor2_1 | 10 |
| o21ai_0 | 1 |
| nand2_4 | 1 |
| o2bb2ai_1 | 1 |
| a221oi_1 | 1 |
| ha_1 | 7 |
| o21bai_1 | 1 |
==> report_power, final <==
group	switching (W)	leakage, nW	internal, W	total, W
Clock	0	0	0	0
Combinational	0.000221	0.695	0.000358	0.000579
Sequential	0	0	0	0
Total	0.000221	0.695	0.000358	0.000579
==> layout by cell type (no fill, tap or decap), types with 2 or more instances in the layout <==
| cell | netlist | routed |
|---|---|---|
| buf_6 | 3 | 23 |
| o22ai_1 | 5 | 2 |
| mux2i_1 | 3 | 2 |
| nor2_4 | 0 | 2 |
| a21oi_2 | 1 | 6 |
| ha_4 | 0 | 7 |
| o22ai_2 | 0 | 3 |
| nor2b_4 | 1 | 3 |
| inv_1 | 5 | 2 |
| nor2b_1 | 4 | 2 |
| buf_2 | 2 | 27 |
| bufbuf_16 | 0 | 3 |
| buf_12 | 0 | 4 |
| nor2_1 | 10 | 7 |
| buf_8 | 1 | 2 |
| buf_4 | 3 | 18 |
| a211oi_2 | 0 | 3 |
| nand2b_4 | 0 | 2 |
| o21a_1 | 2 | 2 |
==> what timing repair did <==
item	4_1_cts	5_1_grt
hold buffers	0	0
gates resized	179	17
buffers inserted	21	3
pin swaps	26	12
gates cloned	3	0
endpoints found under the setup margin	31	30
Power is estimated from default activity; no workload was simulated.
