==> config.mk <==
export PLATFORM = sky130hd
export DESIGN_NAME = CLU
export DESIGN_NICKNAME = CLU
export VERILOG_FILES = /design/flow/design.v
export SDC_FILE = /design/flow/constraint.sdc
export NUM_CORES = 4
export LEC_CHECK = 1
export CORE_UTILIZATION = 40
==> constraint.sdc <==
current_design CLU

set clk_period 3.5
set clk_io_pct 0.2

create_clock -name clk0 -period $clk_period [get_ports {clk}]

set non_clock_inputs [all_inputs -no_clocks]
set_input_delay [expr $clk_period * $clk_io_pct] -clock clk0 $non_clock_inputs
set_output_delay [expr $clk_period * $clk_io_pct] -clock clk0 [all_outputs]
==> design.v <==
`timescale 1ns / 1ps
module CLU(
    input clk,
    input reset,
    input conv,
    output reg [7:0]read_address,
    output reg [7:0]write_address,
    output reg [3:0]kernel_addr,
    output reg mem_en,
    output reg pixel_valid,
    output reg done,
	 output reg [7:0] center_cnt
    );
localparam s_write = 2'b00;
localparam s_conv = 2'b01;
localparam s_done = 2'b10;
reg [1:0]state;
reg [7:0]pix_cnt;
reg [3:0]kernel_cnt;
reg [4:0]row;
reg [4:0]column;
reg signed [15:0] base_addr;
reg signed [15:0] offset;
reg signed [15:0] tmp_addr;
always @(posedge clk) begin
	if (reset) begin
		state <= s_write;
		pix_cnt <=8'd0;
	   center_cnt <= 8'd0;
      kernel_cnt <= 4'd0;
      mem_en  <= 1'b0;
      write_address <= 8'd0;
      read_address  <= 8'd0;
      kernel_addr   <= 4'd0;
      pixel_valid   <= 1'b0;
      done          <= 1'b0;
	end
	else begin
		case (state)
		s_write: begin
			if (!conv) begin 
				mem_en <= 1'b1;
				write_address <=pix_cnt;
				if (pix_cnt == 8'd255) begin
					state <= s_conv;
				end else begin 
					pix_cnt <= pix_cnt +1'b1;
				end
			end
		end
		s_conv: begin
			mem_en <=1'b0;
			done <= 1'b0;
			row <= center_cnt/8'd16;
			column <=center_cnt%8'd16;
			base_addr <= (row*16);
			case (kernel_addr)
				4'd0: offset <= -17;
				4'd1: offset <= -16;
				4'd2: offset <= -15;
				4'd3: offset <= -1;
				4'd4: offset <= 0;
				4'd5: offset <= 1;
				4'd6: offset <= 15;
				4'd7: offset <= 16;
				4'd8: offset <= 17;
				default : offset <=0;
			endcase 
			tmp_addr = base_addr + offset + column;
			if ((tmp_addr<0)||(tmp_addr>255)) begin
				read_address <= 8'd0;
			end else begin
				read_address <= tmp_addr[7:0];
         end
			kernel_addr <= kernel_cnt;
			pixel_valid <=(kernel_cnt == 4'd8);
			if (kernel_cnt==4'd8) begin
				kernel_cnt<=4'd0;
				if (center_cnt ==8'd255) 
					state <= s_done;
				else 
					center_cnt <= center_cnt + 1'b1;
			end else begin
				kernel_cnt <= kernel_cnt +1'b1;
			end
		end
		s_done: begin 
			mem_en <=1'b0;
			pixel_valid<=1'b0;
			done <= 1'b1;
		end
		default: state <= s_write; 
		endcase
	end 
end 
endmodule
==> run.sh <==
#!/bin/bash
# OpenROAD 26Q1-2900-gdf79404cd8, Yosys 0.63+post, stock flow scripts
make -C /OpenROAD-flow-scripts/flow DESIGN_CONFIG=/design/flow/config.mk WORK_HOME=/design/flow/orfs finish
==> run notes <==
fresh numbers from the pnr run: Cell Int Power 1.11 mW, XOR-XNOR Cells, Area Fraction 5.40%, P per Cell Area 409 nW/um^2, post-route non-filler standard cell count 395, vias per inst 5.19, Core ar. 6490 um^2, Clk pin slew, worst setup/hold paths 70 ps, worst path arrival time 2670 ps, fill count 575, drt pass-1 iters 4, Clk Latency, worst-skew pair 330 ps, ys flops 62, async set-reset flop share out of synthesis 0%, dpl hpwl 3380 um, vias in the first global route 1,872, worst hold path type register to register, reg2reg start offset[0]$_DFFE_PP_, crit-path max FO 8, ant diodes 0, first-pass GRT wire length 8360 um, aoi share 12.6%, Routability Congestion 0.863, CTS tree yes, clock sink count 62, min-delay src row[3]$_DFFE_PP_, Max-Cap Viols 0, most instantiated cells after synthesis dfxtp_1 (46), nor2_1 (38), nand2_1 (27), a21oi_1 (22), ha_1 (18), Synth cell types 44, Synth Seq Share 50.8%, Max Slew Vio Count 0, antenna violations before repair 0, DRC Markers 0, PostCTS Resize Cnt 0, Switch Pwr 277 uW, final setup vio count 0, Cell area leaders dfxtp_1 (33%), edfxtp_1 (17%), ha_1 (8.2%), io pins 34, status finished, final reports clean, Die Y 85.0 um, maximum root-to-sink buffer count 2, CP Launch Type register, reg2reg setup slack 1050 ps, # rows 29, most frequent cell after synthesis dfxtp_1, VDD IR max 271 uV, Top cell area share 33.4%, cell area after synthesis 2760 um^2, synth warn 1, Synth Area per Inst 10.0 um^2, MUX share of area 2.91%, DR vias 2,050, H-Tree Depth 3, hold buffers post-CTS 0, minimum clock period 2450 ps, Port-buffer cells 33, Cells after Synth 275, post-synthesis simple-gate area fraction 17.1%, Min-Delay Endpoint base_addr[7]$_DFFE_PP_, Worst setup EP type register, Routed WL 4920 um, FF-to-FF End read_address[1]$_SDFFE_PP0P_, Largest logic family simple AND/OR/NAND/NOR gates, Initial Util 42.4%, DP Cell Count 379, clock share of power 44.3%, yosys adder share 8.90%, clk root buf clkbuf_8, r2r worst-path depth 8, Hold Fails Final Rpt 0, Die Wd 85.0 um, dominant cell type by area after synthesis dfxtp_1, RSZ-0062 raised after global routing false, Post-synth EDFFs 16, routed len/inst 12.5 um, share of cells above drive strength 1 7.23%, die area 7230 um^2, DRT iter0 DRCs 122, Post-DRT Antenna Nets 0, TritonCTS buffer count 9, Post-CTS Setup Bufs 0, total track usage 14.8%, Sw Share 20.0%, WHS Path Cells 0, GRT overflow 0, sequential share of power 53.5%, post-layout period usage 70.0%, stage-log warning count 31, largest net degree at the start of global routing 25, Chip Area, Yosys 2760 um^2, Relative slew margins 52.3%, Worst Skew 8.46 ps, leakage dissipation 1.24 nW, overall power 1.38 mW, Comb pwr share 2.2%, kind of critical path register to register, CP required 3720 ps, FMAX 408 MHz, yosys cell count 275, setup TNS 0 ps, Commonest flop dfxtp_1, area delta synth->final 22.5%, slew at the pin closest to its max-slew limit 714 ps
power by group through the flow:
| stage | registers (mW) | logic (mW) | clock network (mW) |
|---|---|---|---|
| after CTS | 0.740 | 0.0306 | 0.637 |
| after global routing | 0.740 | 0.0338 | 0.664 |
| final | 0.740 | 0.0299 | 0.613 |
worst max path at each step:
| stage | startpoint | endpoint | slack [ps] | cells after the start |
|---|---|---|---|---|
| 4_1_cts | offset[0]$_DFFE_PP_ | read_address[1]$_SDFFE_PP0P_ | 1050 | 8 |
| 5_1_grt | offset[0]$_DFFE_PP_ | read_address[0]$_SDFFE_PP0P_ | 870 | 8 |
| 6_report | offset[0]$_DFFE_PP_ | read_address[1]$_SDFFE_PP0P_ | 1050 | 8 |
per-layer routing:
metal  vias up  GRT usage, %  share of wire [%]
met4         0          1.39               0.93
met5         -             0                  0
met1       945          19.4                 45
met2        39          25.4                 48
li1       1060             -                  -
met3         6          5.03                5.3
final cells by class:
| cell class | instances | area, um^2 | share of cell area (%) |
|---|---|---|---|
| clock buffers | 14 | 194 | 5.74 |
| clock inverters | 2 | 12.5 | 0.371 |
| inverters | 7 | 26.3 | 0.778 |
| multi-input cells | 197 | 1290 | 38.3 |
| flip-flops and latches | 62 | 1400 | 41.5 |
| well taps | 77 | 96.3 | 2.85 |
| repair buffers | 36 | 353 | 10.4 |
kinds of logic after synthesis:
logic type | count (synthesis)
simple gates | 100
flops | 62
compound gates | 53
fa+ha+maj | 19
xor+xnor | 17
buf+inv | 16
mux | 8
cell usage in the layout, fill, tap and decap left out, drive strengths merged, types with 2 or more instances in the layout:
cell type and n:
nand2 27, nor3 4, edfxtp 16, xnor2 6, nand3b 2, clkbuf 14, nand2b 3, nand4 3
o21ai 11, and2 2, ha 18, nor2 38, clkdlybuf4s50 33, and3 3, mux2i 8, a32o 9
a211oi 2, a21o 2, buf 3, inv 7, a21oi 22, and4 2, xor2 11, nand3 8
or3 2, dfxtp 46
worst max-delay path, cell delays in order, from the launching register on:
cell and delay, ps:
edfxtp_1 370, ha_1 230, fa_1 420, a211oi_1 250, o21bai_1 130, o31ai_1 290
or4_4 190, nand3_2 150, a32o_2 310
registers in the layout, indices dropped and copies added, names as in the netlist:
name	cells
center_cnt	8
pix_cnt	8
read_address	8
write_address	8
base_addr	4
column	4
kernel_addr	4
kernel_cnt	4
offset	4
row	4
state	3
done	1
mem_en	1
pixel_valid	1
through the flow:
stage	util (%)	worst slack, ps	cell area, um^2	hold WS (ps)
2_1_floorplan	-	1270	2760	400
3_3_place_gp	48.8	1090	3170	402
3_5_place_dp	48.8	1050	3170	405
4_1_cts	52.0	1050	3380	428
5_1_grt	52.0	868	3380	439
6_report	52.0	1050	3380	425
Power is estimated from default activity; no workload was simulated.
