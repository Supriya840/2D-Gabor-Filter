## config.mk

```make
export PLATFORM = sky130hd
export DESIGN_NAME = ALU
export DESIGN_NICKNAME = ALU
export VERILOG_FILES = /design/flow/design.v
export SDC_FILE = /design/flow/constraint.sdc
export NUM_CORES = 4
export LEC_CHECK = 1
export CORE_UTILIZATION = 30
```

## constraint.sdc

```tcl
current_design ALU

set clk_period 15.3
set clk_io_pct 0.2

create_clock -name clk0 -period $clk_period [get_ports {clk}]

set non_clock_inputs [all_inputs -no_clocks]
set_input_delay [expr $clk_period * $clk_io_pct] -clock clk0 $non_clock_inputs
set_output_delay [expr $clk_period * $clk_io_pct] -clock clk0 [all_outputs]
```

## design.v

```verilog
`timescale 1ns / 1ps
module ALU(
    input clk,
    input reset,
	 input [31:0]kernel_val,
	 input pixel_valid,
	 input [31:0]read_data,
	 output reg [31:0]result,
	 output reg result_valid
    );
reg signed [63:0] accum;
reg signed [63:0] prdt;
always @(*) begin
	prdt = $signed(read_data)*$signed(kernel_val);
end
always @(posedge clk or posedge reset) begin
	if (reset) begin
	accum<=0;
	result<=0;
	result_valid<=0;
end
else begin 
	accum <= accum + prdt;
	if (pixel_valid) begin
		result <= accum + prdt;
		result_valid <=1;
		accum<=0;
	end 
	else begin
		result_valid <=0;
	end
end
end
endmodule
```

## run.sh

```bash
#!/bin/bash
# OpenROAD 26Q1-2900-gdf79404cd8, Yosys 0.63+post, stock flow scripts
make -C /OpenROAD-flow-scripts/flow DESIGN_CONFIG=/design/flow/config.mk WORK_HOME=/design/flow/orfs finish
```

==> summary.log <==
INFO  outcome        run_status=completed
INFO  final_layout   layout_top_cells_excl_fill_tap=537 x sky130_fd_sc_hd__inv_1, 438 x sky130_fd_sc_hd__fa_1, 302 x sky130_fd_sc_hd__and2_1, 266 x sky130_fd_sc_hd__nand2_1, 151 x sky130_fd_sc_hd__ha_1
INFO  placed_design  dpl-instance-area=0.0213mm^2
INFO  global_route   grt_usage=16.3%
INFO  floorplanning  die_w=256um
INFO  yosys          synth_seq_share=8.37%
INFO  setup_path     rr_worst_depth=21
INFO  placed_design  dp_hpwl=40.1mm
INFO  global_route   grt_antenna_before_repair=1
INFO  run            warnings=25
INFO  drt            initialDrtViolationCount=488
INFO  setup_path     cp_data_required_time=15.52ns
INFO  floorplanning  height_of_the_die=256um
INFO  final_layout   final_cells=3015
INFO  yosys          yosysChipArea=0.0194mm^2
INFO  drt            dr_total_vias=13297
INFO  floorplanning  io_pins=100
INFO  global_route   grt_first_pass_wirelength=81.2mm
INFO  drt            routedWlPerCell=15.9um
INFO  global_route   globalRoute.busiestLayer=met1
INFO  timing         layout_min_cycle_time=10.38ns
INFO  clock_tree     cts_max_level=3
INFO  yosys          yosys_warnings=1
INFO  hold_path      hold_path.class=flip-flop to flip-flop
INFO  clock_tree     cts-buffers-inserted=9
INFO  yosys          yosys_most_used_dff=sky130_fd_sc_hd__dfrtp_1
INFO  global_route   grt_pass1_vias=14975
INFO  drt            diodes=0
INFO  clock_tree     setup_fix_bufs_post_cts=0
INFO  timing         final.setup.tns=0ns
INFO  clock_tree     tritoncts_num_sinks=65
INFO  timing         fin_clk_skew=0.00867ns
INFO  yosys          synthDistinctLibCells=49
INFO  setup_path     critical_path_arrival=10.60ns
INFO  floorplanning  placementRows=92
INFO  timing         relSlewSlack=38.7%
INFO  final_layout   most_frequent_standard_cell_in_the_layout_excluding_fill_and_tap_cells=sky130_fd_sc_hd__inv_1
INFO  timing         max_freq=96.3MHz
INFO  setup_path     critPathMaxFanout=22
INFO  setup_path     worstSetupStartpointType=input port
INFO  drt            drt_pre_antenna_iters=4
INFO  global_route   grt_util_met3=8.27%
INFO  drt            route.detailed.drc=0
INFO  yosys          netlist_instances=2122
INFO  placed_design  place_inst=2999
INFO  clock_tree     clock_insertion_delay_worst_skew=0.34ns
INFO  timing         worstMarginPinSlew=0.917ns
INFO  clock_tree     cts_tree=built
INFO  clock_tree     post_cts_resize_count=0
INFO  timing         min_setup_slack_post_route=4.92ns
INFO  placed_design  port_buffers=99
INFO  yosys          enable_flop_cells=0
INFO  placed_design  routabilityCongestion=0.906
INFO  timing         endpoints_failing_hold=0
INFO  drt            wl=48.0mm
INFO  final_layout   syn_to_final_growth=11.1%
INFO  clock_tree     ctsLongestPathBuffers=2
INFO  global_route   grt_start_max_net_pins=56
INFO  yosys          synth.yosys.num_cells=2122
INFO  clock_tree     clock_pin_slew_reported_for_the_worst_setup_and_hold_paths_after_clock_tree_synthesis=0.06ns
INFO  drt            antenna_violating_nets_post_route=0
INFO  floorplanning  initCoreUtil=30.6%
INFO  yosys          post_synth.cell_area_avg=9.16um^2
INFO  setup_path     worst-setup-path-type=input port to flip-flop
INFO  floorplanning  total_die_size=0.0658mm^2
INFO  final_layout   finish.instance_area=0.0216mm^2
INFO  clock_tree     cts.hold.buffers_added=0
INFO  final_layout   layout.filler_cells=6401
INFO  global_route   globalRoute.totalOverflow=0
INFO  run            max_cap_violations=0
INFO  final_layout   drive_above_1_share=2.77%
INFO  clock_tree     clock_tree.root_cell=sky130_fd_sc_hd__clkbuf_16
INFO  setup_path     end_kind=flip-flop
INFO  yosys          synth-async-reset-ratio=100%
INFO  drt            via_per_inst=4.41
INFO  placed_design  place_worst_setup_slack=4.60ns
INFO  yosys          syn-cell-area=0.0194mm^2
INFO  timing         period_used_share=67.8%
INFO  timing         drv_slew=0
INFO  global_route   met2_usage=23.1%
INFO  yosys          synth-seq-cells=65
INFO  timing         setup_repair_after_global_routing_missed_its_margin=false
INFO  hold_path      number_of_instances_on_the_worst_hold_path=2
INFO  timing         setup-violations-final=0
INFO  global_route   grt.met1_usage=24.1%
INFO  floorplanning  floorplan.core_area=0.0635mm^2
critical path: stages:
cell	delay, ns
sky130_fd_sc_hd__clkdlybuf4s50_1	1.06
sky130_fd_sc_hd__nand2_1	0.18
sky130_fd_sc_hd__fa_1	0.58
sky130_fd_sc_hd__inv_1	0.06
sky130_fd_sc_hd__fa_1	0.54
sky130_fd_sc_hd__inv_1	0.06
sky130_fd_sc_hd__fa_1	0.48
sky130_fd_sc_hd__fa_1	0.54
sky130_fd_sc_hd__inv_1	0.05
sky130_fd_sc_hd__fa_1	0.58
sky130_fd_sc_hd__fa_1	0.46
sky130_fd_sc_hd__fa_1	0.49
sky130_fd_sc_hd__inv_1	0.05
sky130_fd_sc_hd__fa_1	0.48
sky130_fd_sc_hd__inv_1	0.05
sky130_fd_sc_hd__ha_1	0.34
sky130_fd_sc_hd__o21a_1	0.19
sky130_fd_sc_hd__o21ai_0	0.51
sky130_fd_sc_hd__nor3_1	0.12
sky130_fd_sc_hd__a21oi_1	0.16
sky130_fd_sc_hd__nand2_1	0.09
sky130_fd_sc_hd__xor2_1	0.18
sky130_fd_sc_hd__mux2_4	0.27
cell usage after synthesis (all sizes together) (6+ instances only):
library cell,number,area (um^2)
nor3,14,70.1
a211oi,8,60.1
nor2b,6,37.5
mux2,7,82.6
o21ai,30,150
inv,538,2020
o21a,9,67.6
a21o,11,82.6
a21oi,16,80.1
xnor2,60,533
nand3,7,35.0
ha,151,1890
dfrtp,65,1630
xor2,18,158
buf,6,28.8
fa,438,8770
nand2,266,998
and2,303,1900
nor2,33,124
clkbuf,90,340
worst paths after layout:
path	endpoint	from	slack (ns)
min in group asynchronous	result[14]$_DFFE_PP0P_	reset	3.01
worst max register to register	result[29]$_DFFE_PP0P_	accum[17]$_DFF_PP0_	8.51
worst min register to register	result[7]$_DFFE_PP0P_	result[7]$_DFFE_PP0P_	0.48
worst min-delay path	result[7]$_DFFE_PP0P_	result[7]$_DFFE_PP0P_	0.48
worst max-delay path	result[31]$_DFFE_PP0P_	read_data[10]	4.92
max in group asynchronous	result[8]$_DFFE_PP0P_	reset	11.31
sequential cells by signal, indices dropped and copies added (netlist names):
register      cells
accum            32
result           32
result_valid      1
cells by family (layout without fill, tap and decap cells):
logic type	after synthesis	after routing	share of synthesized area, %
mux	7	7	0.425
buf+inv	635	682	12.3
compound gates	100	100	3.38
flops	65	65	8.37
xor+xnor	80	80	3.79
fa+ha+maj	589	589	54.9
simple gates	646	646	16.9
cell type report:
class,count,area [um^2],share of cell area (%)
Clock buffer,9,225,1.04
Clock inverter,7,55.1,0.255
Inverter,539,2020,9.37
Multi-Input combinational cell,1422,15400,71.4
Sequential cell,65,1630,7.53
Tap cell,846,1060,4.90
Timing Repair Buffer,127,1200,5.54
metal layers:
metal	up-vias	wire [um]
li1	6177	-
met1	6626	21600
met2	469	20300
met3	25	5560
met4	0	507
met5	-	0
metrics by stage:
stage	hold WS (ns)	util, %
after global routing	0.501	34.0
after detailed placement	0.472	33.5
after global placement	0.467	33.5
after CTS	0.486	34.0
final	0.480	34.0
after floorplan	0.424	-
